File: flow/design.v
module FULLADD
(
    input A,
    input B,
    input Ci,
    output Co,
    output SUM
);
wire xorwire, andwire, andwire2;
xor xor1(xorwire, A, B);
xor xor2(SUM, xorwire, Ci);
and and1(andwire, xorwire, Ci);
and and2(andwire2, A, B);
or or1(Co, andwire, andwire2);
endmodule
module mux
    #(parameter NUM_INPUTS = 32, parameter NUM_OUTPUTS = 1)
    (
    input [(NUM_INPUTS-1):0] data_in,
    input [$clog2(NUM_INPUTS)-1:0]  select_in,
    output data_out
    );
reg [NUM_INPUTS:0] D;
always @ (D, data_in)
    begin
        D <= data_in;
    end
assign data_out = D[select_in];
endmodule
`timescale 1ns / 1ps
module register
    #(parameter DataSize = 2)
    (
    clk,
    load,
    d,
    q
    );
    input clk,load;
    input  [DataSize-1:0] d;
    output [DataSize-1:0] q;
    reg [DataSize-1:0] q = {DataSize{1'b0}};
    always @ (posedge clk)
        if (load) begin
            q <= d;
        end
endmodule
module twentyBitAdder
(
    input [19:0] A,
    input [19:0] B,
    output [19:0] S
);
wire carryOut, carryOut2, carryOut3, carryOut4, carryOut5, carryOut6, carryOut7, carryOut8, carryOut9, 
     carryOut10, carryOut11, carryOut12, carryOut13, carryOut14, carryOut15, carryOut16, carryOut17, carryOut18, carryOut19;
FULLADD add1
(
    .A({A[0]}), 
    .B({B[0]}),
    .Ci({1'b0}),
    .Co(carryOut),
    .SUM(S[0])
);
FULLADD add2
(
    .A({A[1]}), 
    .B(B[1]),
    .Ci({carryOut}),
    .Co(carryOut2),
    .SUM(S[1])
);
FULLADD add3
(
    .A({A[2]}), 
    .B({B[2]}),
    .Ci({carryOut2}),
    .Co(carryOut3),
    .SUM(S[2])
);
FULLADD add4
(
    .A({A[3]}), 
    .B({B[3]}),
    .Ci({carryOut3}),
    .Co(carryOut4),
    .SUM(S[3])
);
FULLADD add5
(
    .A({A[4]}), 
    .B({B[4]}),
    .Ci({carryOut4}),
    .Co(carryOut5),
    .SUM(S[4])
);
FULLADD add6
(
    .A({A[5]}), 
    .B(B[5]),
    .Ci({carryOut5}),
    .Co(carryOut6),
    .SUM(S[5])
);
FULLADD add7
(
    .A({A[6]}), 
    .B({B[6]}),
    .Ci({carryOut6}),
    .Co(carryOut7),
    .SUM(S[6])
);
FULLADD add8
(
    .A({A[7]}), 
    .B({B[7]}),
    .Ci({carryOut7}),
    .Co(carryOut8),
    .SUM(S[7])
);
FULLADD add9
(
    .A({A[8]}), 
    .B({B[8]}),
    .Ci({carryOut8}),
    .Co(carryOut9),
    .SUM(S[8])
);
FULLADD add10
(
    .A({A[9]}), 
    .B({B[9]}),
    .Ci({carryOut9}),
    .Co(carryOut10),
    .SUM(S[9])
);
FULLADD add11
(
    .A({A[10]}), 
    .B({B[10]}),
    .Ci({carryOut10}),
    .Co(carryOut11),
    .SUM(S[10])
);
FULLADD add12
(
    .A({A[11]}), 
    .B(B[11]),
    .Ci({carryOut11}),
    .Co(carryOut12),
    .SUM(S[11])
);
FULLADD add13
(
    .A({A[12]}), 
    .B({B[12]}),
    .Ci({carryOut12}),
    .Co(carryOut13),
    .SUM(S[12])
);
FULLADD add14
(
    .A({A[13]}), 
    .B({B[13]}),
    .Ci({carryOut13}),
    .Co(carryOut14),
    .SUM(S[13])
);
FULLADD add15
(
    .A({A[14]}), 
    .B({B[14]}),
    .Ci({carryOut14}),
    .Co(carryOut15),
    .SUM(S[14])
);
FULLADD add16
(
    .A({A[15]}), 
    .B(B[15]),
    .Ci({carryOut15}),
    .Co(carryOut16),
    .SUM(S[15])
);
FULLADD add17
(
    .A({A[16]}), 
    .B({B[16]}),
    .Ci({carryOut16}),
    .Co(carryOut17),
    .SUM(S[16])
);
FULLADD add18
(
    .A({A[17]}), 
    .B({B[17]}),
    .Ci({carryOut17}),
    .Co(carryOut18),
    .SUM(S[17])
);
FULLADD add19
(
    .A({A[18]}), 
    .B({B[18]}),
    .Ci({carryOut18}),
    .Co(carryOut19),
    .SUM(S[18])
);
FULLADD add20
(
    .A({A[19]}), 
    .B({B[19]}),
    .Ci({carryOut19}),
    .Co(),
    .SUM(S[19])
);
endmodule
module twentyBitComparitor
(
    input [19:0] A,
    input [19:0] B,
    output F
);
wire [19:0] xnorwire;
xnor xnor1(xnorwire[0], A[0], B[0]);
xnor xnor2(xnorwire[1], A[1], B[1]);
xnor xnor3(xnorwire[2], A[2], B[2]);
xnor xnor4(xnorwire[3], A[3], B[3]);
xnor xnor5(xnorwire[4], A[4], B[4]);
xnor xnor6(xnorwire[5], A[5], B[5]);
xnor xnor7(xnorwire[6], A[6], B[6]);
xnor xnor8(xnorwire[7], A[7], B[7]);
xnor xnor9(xnorwire[8], A[8], B[8]);
xnor xnor10(xnorwire[9], A[9], B[9]);
xnor xnor11(xnorwire[10], A[10], B[10]);
xnor xnor12(xnorwire[11], A[11], B[11]);
xnor xnor13(xnorwire[12], A[12], B[12]);
xnor xnor14(xnorwire[13], A[13], B[13]);
xnor xnor15(xnorwire[14], A[14], B[14]);
xnor xnor16(xnorwire[15], A[15], B[15]);
xnor xnor17(xnorwire[16], A[16], B[16]);
xnor xnor18(xnorwire[17], A[17], B[17]);
xnor xnor19(xnorwire[18], A[18], B[18]);
xnor xnor20(xnorwire[19], A[19], B[19]);
and and1(F, xnorwire[0], xnorwire[1], xnorwire[2], xnorwire[3], xnorwire[4], xnorwire[5], xnorwire[6], xnorwire[7], xnorwire[8], xnorwire[9],xnorwire[10], xnorwire[11], xnorwire[12], xnorwire[13], xnorwire[14], xnorwire[15], xnorwire[16], xnorwire[17], xnorwire[18], xnorwire[19]);
endmodule
module twentyBitCounter
(
    input [19:0] max,
    input en,
    input clock,
    output [19:0] count
);
wire opcode_not, opcode;
wire [19:0] muxout;
wire [19:0] addout;
wire [19:0] dffwire;
twentyBitComparitor comp1
(
    .A(max),
    .B(dffwire),
    .F(opcode_not)
);
not not1(opcode, opcode_not);
mux #(2,1) mux1
(
    .data_out(muxout[0]),
    .select_in({opcode}),
    .data_in({dffwire[0],1'b0})
);
mux #(2,1) mux2
(
    .data_out(muxout[1]),
    .select_in({opcode}),
    .data_in({dffwire[1],1'b0})
);
mux #(2,1) mux3
(
    .data_out(muxout[2]),
    .select_in({opcode}),
    .data_in({dffwire[2],1'b0})
);
mux #(2,1) mux4
(
    .data_out(muxout[3]),
    .select_in({opcode}),
    .data_in({dffwire[3],1'b0})
);
mux #(2,1) mux5
(
    .data_out(muxout[4]),
    .select_in({opcode}),
    .data_in({dffwire[4],1'b0})
);
mux #(2,1) mux6
(
    .data_out(muxout[5]),
    .select_in({opcode}),
    .data_in({dffwire[5],1'b0})
);
mux #(2,1) mux7
(
    .data_out(muxout[6]),
    .select_in({opcode}),
    .data_in({dffwire[6],1'b0})
);
mux #(2,1) mux8
(
    .data_out(muxout[7]),
    .select_in({opcode}),
    .data_in({dffwire[7],1'b0})
);
mux #(2,1) mux9
(
    .data_out(muxout[8]),
    .select_in({opcode}),
    .data_in({dffwire[8],1'b0})
);
mux #(2,1) mux10
(
    .data_out(muxout[9]),
    .select_in({opcode}),
    .data_in({dffwire[9],1'b0})
);
mux #(2,1) mux11
(
    .data_out(muxout[10]),
    .select_in({opcode}),
    .data_in({dffwire[10],1'b0})
);
mux #(2,1) mux12
(
    .data_out(muxout[11]),
    .select_in({opcode}),
    .data_in({dffwire[11],1'b0})
);
mux #(2,1) mux13
(
    .data_out(muxout[12]),
    .select_in({opcode}),
    .data_in({dffwire[12],1'b0})
);
mux #(2,1) mux14
(
    .data_out(muxout[13]),
    .select_in({opcode}),
    .data_in({dffwire[13],1'b0})
);
mux #(2,1) mux15
(
    .data_out(muxout[14]),
    .select_in({opcode}),
    .data_in({dffwire[14],1'b0})
);
mux #(2,1) mux16
(
    .data_out(muxout[15]),
    .select_in({opcode}),
    .data_in({dffwire[15],1'b0})
);
mux #(2,1) mux17
(
    .data_out(muxout[16]),
    .select_in({opcode}),
    .data_in({dffwire[16],1'b0})
);
mux #(2,1) mux18
(
    .data_out(muxout[17]),
    .select_in({opcode}),
    .data_in({dffwire[17],1'b0})
);
mux #(2,1) mux19
(
    .data_out(muxout[18]),
    .select_in({opcode}),
    .data_in({dffwire[18],1'b0})
);
mux #(2,1) mux20
(
    .data_out(muxout[19]),
    .select_in({opcode}),
    .data_in({dffwire[19],1'b0})
);
register #(20) reg1
(
    .clk(clock),
    .load(en),
    .d(addout),
    .q(dffwire)
);
twentyBitAdder add1
(
    .A(1'b1),
    .B(muxout),
    .S(addout)
);
assign count = muxout;
endmodule
File: flow/run.sh
#!/bin/bash
# OpenROAD 26Q1-2900-gdf79404cd8, Yosys 0.63+post, stock flow scripts
make -C /OpenROAD-flow-scripts/flow DESIGN_CONFIG=/design/flow/config.mk WORK_HOME=/design/flow/orfs finish
File: flow/config.mk
export PLATFORM = sky130hd
export DESIGN_NAME = twentyBitCounter
export DESIGN_NICKNAME = twentyBitCounter
export VERILOG_FILES = /design/flow/design.v
export SDC_FILE = /design/flow/constraint.sdc
export NUM_CORES = 4
export LEC_CHECK = 1
export CORE_UTILIZATION = 30
File: flow/constraint.sdc
current_design twentyBitCounter

set clk_period 8.0
set clk_io_pct 0.2

create_clock -name clk0 -period $clk_period [get_ports {clock}]

set non_clock_inputs [all_inputs -no_clocks]
set_input_delay [expr $clk_period * $clk_io_pct] -clock clk0 $non_clock_inputs
set_output_delay [expr $clk_period * $clk_io_pct] -clock clk0 [all_outputs]
==> impl_metrics.yaml <==
# flow metrics
critical_path:
  crit_top_cell: "ha_1"
  required_ns: 8.00
  worst_setup_path_start_kind: "input pin"
  crit_family: "adder cells"
  cp.depth: 25
  critical_path_class: "input pin to register"
  critPathCaptureType: "register"
  r2r_start: "reg1.q[13]"
  r2r_end: "reg1.q[19]"
  ff2ff_path_depth: 24
  endpoint: "reg1.q[19]"
  cp.buffers_inverters: 1
  rrSetupSlack_ns: 2.44
  slowest_stage: "or3_4"
  arrival_ns: 6.88
  crit_start: "max[13]"
  path_max_fanout: 20
  cpPeakStageDelay_ns: 0.47
sta:
  rsz0062_at_grt: "false"
  hold_ws_ns: 0.606
  report.final.hold_viol_count: 0
  maxSlewHeadroom_pct: 75.4
  period_used_pct: 86.1
  max_slew.worst_pin.slew_ns: 0.366
  finalMaxSlewViolations: 0
  tns_ns: 0
  post-route-min-period_ns: 6.89
  max_clock_freq_ghz: 0.145
  setup_violations: 0
  fin_worst_skew_ns: 0.00807
grt:
  antenna_found_initial: 0
  track_usage_pct: 10.7
  gr-total-overflow: 0
  grt_max_degree: 21
  grt_pass1_wl_um: 4040
  grt_pass1_vias: 831
clock_network:
  cts.reportedPaths.clkPinSlew_ns: 0.08
  clk_path_buf_depth: 2
  cts-root-buf: "clkbuf_8"
  clk-insertion-delay-late_ns: 0.26
  holdBufCountCts: 0
  cts_setup_buffers: 0
  cts_tree: "yes"
  cts_resized: 0
  h-tree-depth: 1
  numCtsBuffers: 3
  cts_sinks: 20
synth:
  synth_area_sq_um: 1400
  netlist.area_leader.share_pct: 42.8
  yosys_warnings: 2
  syn_avg_cell_area_sq_um: 12.8
  area_leaders: "edfxtp_1 43%, ha_1 16%, buf_4 11%"
  top_area_cell: "edfxtp_1"
  syn_inst: 110
  synth_flops: 20
  ys_types: 16
  yosysCellCount: 110
  ys_area_sq_um: 1400
  ys_seq_share_pct: 42.8
die:
  rows: 24
  die_y_um: 70.4
  ioPinCount: 42
  initCoreUtil_pct: 31.8
  die-area_sq_um: 4950
  die_width_um: 70.4
  core_area_sq_um: 4410
cells_and_area:
  regArea_sq_um: 601
  fill_cells: 410
  largestRegisters: "reg1.q: 20 flops"
  syn2layout_area_growth_pct: 25.3
  top_register: "reg1.q"
  lay_top_cells: "41 x clkdlybuf4s50_1, 20 x edfxtp_1, 18 x ha_1"
  largest_register_ffs: 20
  layout-drive-gt1-share_pct: 14.2
  finish.utilization_pct: 39.8
  multiInputGateArea_sq_um: 626
  lay_top_count: "clkdlybuf4s50_1"
  layout.cells.non_filler: 186
route:
  wl_per_cell_um: 13.3
  finalWirelength_um: 2480
  ant_nets: 0
  viasPerCell: 4.29
  n_antenna_cell: 0
  drt_iter0_drc: 15
  route.detailed.drc: 0
  firstDrtPassIters: 4
  dr_total_vias: 798
status:
  status: "completed"
power:
  power_density_nw_per_um2: 140
  ir_drop_mv: 0.0625
  p_leak_nw: 0.705
placed_design:
  post-place-cells: 182
  dp_hpwl_um: 1930
  io_buffers: 41
  gp_congestion: 0.747
worst_hold_path:
  hp-class: "register to register"
  hold_start: "reg1.q[0]"
job:
  max-cap-violations: 0
  warnings: 25
==> cell type report <==
type	instances	area share, %
Clock buffer	3	2.35
Clock inverter	1	0.214
Inverter	1	0.214
Multi-Input combinational cell	67	35.6
Sequential cell	20	34.2
Tap cell	52	3.70
Timing Repair Buffer	42	23.8
==> metal layers <==
layer	vias to the layer above	wire, um	global-route usage, %
li1	409	-	-
met1	367	1180	17.3
met2	20	1160	16.4
met3	2	117	1.61
met4	0	19	1.33
met5	-	0	0
==> how the worst min path moves through the flow <==
| stage | to | slack (ns) | cells after the start |
|---|---|---|---|
| global route | reg1.q[0] | 0.64 | 1 |
| finish | reg1.q[0] | 0.61 | 1 |
| CTS | reg1.q[0] | 0.61 | 1 |
==> worst reg2reg max path, stage by stage (launching register included) <==
cell and delay [ns]:
edfxtp_1 0.41, xor2_1 0.18, nor4_1 0.36, nand3_1 0.16, or3_4 0.47, and2_1 0.23
ha_1 0.19, ha_1 0.19, ha_1 0.18, ha_1 0.19, ha_1 0.18, ha_1 0.18
ha_1 0.18, ha_1 0.20, ha_1 0.19, ha_1 0.20, ha_1 0.19, ha_1 0.18
ha_1 0.18, ha_1 0.18, ha_1 0.18, ha_1 0.20, ha_1 0.20, ha_1 0.20
xnor2_1 0.12
==> cells by family (layout without fill, tap and decap cells) <==
group	after synthesis	after routing	share of synthesized area, %
AND-OR/OR-AND	1	1	0.535
XOR/XNOR	21	21	13.1
adder cells (fa/ha/maj)	18	18	16.1
buffers and inverters	23	47	12.6
flip-flops	20	20	42.8
AND/OR/NAND/NOR	27	27	14.9
==> power breakdown <==
part	internal [mW]	switching, mW
combinational	0.0348	0.0167
clock	0.0341	0.0322
sequential	0.125	0.00438
==> per-stage QoR <==
| stage | area [sq um] | setup slack [ns] | total power, mW |
|---|---|---|---|
| CTS | 1760 | 1.09 | 0.250 |
| detailed placement | 1710 | 0.843 | 0.184 |
| global placement | 1710 | 0.852 | 0.183 |
| finish | 1760 | 1.11 | 0.247 |
| floorplan | 1400 | 1.73 | 0.160 |
| global route | 1760 | 0.852 | 0.261 |
==> synth_stat cells <==
master and count:
nand2_1 1, inv_1 1, ha_1 18, and2_1 6, nor4_2 1, xor2_1 12
buf_4 20, buf_6 2, xnor2_1 9, nor4_1 2, edfxtp_1 20, o31ai_1 1
nand4_1 2, and2_4 13, or3_4 1, nand3_1 1
Power is estimated from default activity; no workload was simulated.
