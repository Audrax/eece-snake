**design/flow/config.mk**
```make
export PLATFORM = sky130hd
export DESIGN_NAME = snakeMovement
export DESIGN_NICKNAME = snakeMovement
export VERILOG_FILES = /design/flow/design.v
export SDC_FILE = /design/flow/constraint.sdc
export NUM_CORES = 4
export LEC_CHECK = 1
export CORE_UTILIZATION = 50
```
**design/flow/constraint.sdc**
```tcl
current_design snakeMovement

set clk_period 3.1
set clk_io_pct 0.2

create_clock -name clk0 -period $clk_period [get_ports {clock}]

set non_clock_inputs [all_inputs -no_clocks]
set_input_delay [expr $clk_period * $clk_io_pct] -clock clk0 $non_clock_inputs
set_output_delay [expr $clk_period * $clk_io_pct] -clock clk0 [all_outputs]
```
**design/flow/design.v**
```verilog
module snakeMovement
(
    input bUp, dDown, bLeft, bRight,
    input clock,
    output up, down, left, right
);
PushButton_Debouncer upDeb
(
    .PB(bUp),
    .clk(clock),
    .PB_up(up)
);
PushButton_Debouncer downDeb
(
    .PB(bDown),
    .clk(clock),
    .PB_up(down)
);
PushButton_Debouncer leftDeb
(
    .PB(bLeft),
    .clk(clock),
    .PB_up(left)
);
PushButton_Debouncer rightDeb
(
    .PB(bRight),
    .clk(clock),
    .PB_up(right)
);
endmodule
module PushButton_Debouncer(
	input clk,
	input PB,   
	output reg PB_state,   
	output PB_down,   
	output PB_up    
	);
	reg PB_sync_0;  always @(posedge clk) PB_sync_0 <= ~PB;   
	reg PB_sync_1;  always @(posedge clk) PB_sync_1 <= PB_sync_0; 
	reg [15:0] PB_cnt; 
	wire PB_idle = (PB_state==PB_sync_1);
	wire PB_cnt_max = &PB_cnt; 
	always @(posedge clk)
	if(PB_idle)
		PB_cnt <= 0;   
		else
		begin
			PB_cnt <= PB_cnt + 16'd1;   
			if(PB_cnt_max) PB_state <= ~PB_state;   
		end
assign PB_down = ~PB_idle & PB_cnt_max & ~PB_state;
assign PB_up   = ~PB_idle & PB_cnt_max &  PB_state;
endmodule
```
**design/flow/run.sh**
```bash
#!/bin/bash
# OpenROAD 26Q1-2900-gdf79404cd8, Yosys 0.63+post, stock flow scripts
make -C /OpenROAD-flow-scripts/flow DESIGN_CONFIG=/design/flow/config.mk WORK_HOME=/design/flow/orfs finish
```
==> out/qor.yml <==
run_status:
  status: "finished, final reports clean"
power:
  irDropWorstVdd_uv: 338.2
  intPower_mw: 1.100
  clkPwrFrac_pct: 42.6
  leakage_nw: 0.9141
  power_mw: 1.404
  swShare_pct: 21.66
  comb_power_share_pct: 2.7
  power_density_nw_per_um2: 503.2
  seq_power_share_pct: 54.6
  power.net_switching_uw: 304.1
yosys:
  yosys_warnings: 3
  synthCells: 262
  synth.cells.most_frequent: "54 x dfxtp_1, 54 x nor2_1, 36 x xnor2_1"
  yosys.stat.seqShare_pct: 47.30
  top_logic_kind: "simple AND/OR/NAND/NOR gates"
  edf_count: 3
  yosysUniqueCellTypes: 31
  xor_share_pct: 15.21
  largest_area_cell: "dfxtp_1"
  flop_cell: "dfxtp_1"
  synthTopCellsByArea: "dfxtp_1 44%, xnor2_1 13%, nor2_1 8.2%, nor4_2 5.1%, edfxtp_1 3.6%"
  syn_avg_cell_area_sq_um: 9.451
  aoi_share_pct: 0.5558
  mux_share_pct: 0.4548
  ys_chip_area_sq_um: 2476
  synth_flops: 57
  yosysTopAreaCellShare_pct: 43.66
  async_flop_share_pct: 0
  synth-simple-area-share_pct: 31.63
  ys_cells: 262
  syn-cell-area_sq_um: 2476
  ys_sh_adder_pct: 1.516
placement:
  gp_congestion: 0.7649
  port-buffer-count: 6
  dp_hpwl_microns: 2586
sta:
  fin_crit_ns: 2.791
  finClkSkew_ns: 0.007984
  rsz0062_at_grt: "false"
  finalCritPeriodShare_pct: 90.05
  slew_violations: 0
  finalHoldViolations: 0
  setup_viol: 0
  worst_slew_pin_slew_ns: 0.7627
  max_clock_freq_mhz: 358.2
  setup_tns_ns: 0
  slew_headroom_pct: 48.79
die:
  coreArea_sq_um: 4755
  fp_util_pct: 52.08
  die_y_microns: 72.37
  dieArea_sq_um: 5237
  num_io_pins: 9
  die_w_microns: 72.37
  fp-row-count: 25
worst_setup_path:
  cp_slowest_cell: "clkdlybuf4s50_1"
  slowest_delay_ns: 0.50
  cp_top_family: "simple AND/OR/NAND/NOR gates"
  end_kind: "primary output"
  cp.buffers_inverters: 1
  worstPathArrival_ns: 2.17
  cp-start-kind: "flip-flop"
  critPathMaxFanout: 5
  crit_chain: "ha_1 > nand4_2 > nor2_1 > nand3_1 > nor4_1 > clkdlybuf4s50_1"
  worstSetupPathType: "reg2out"
  cp.required_ns: 2.48
detailed_routing:
  vias_per_cell: 4.871
  vias: 1700
  first_iter_violations: 44
  drc: 0
  antennaDiodeCount: 0
  dr.pass1.iters: 2
  wire_per_inst_microns: 11.04
  ant_nets: 0
  wirelength_microns: 3852
clocking:
  cts_sinks: 57
  cts_tree: "built"
  hold_buffers: 0
  postCtsResizedCells: 0
  cts.reportedPaths.clkPinSlew_ns: 0.06
  cts_root_buf: "clkbuf_8"
  clk-insertion-delay-late_ns: 0.32
  cts_setup_buffers: 0
  clk_path_buf_depth: 2
  cts_buffers: 9
  h-tree-depth: 3
layout:
  drive_gt1_share_pct: 13.48
  syn_to_final_growth_pct: 12.68
grt:
  grt_pass1_wl_microns: 7044
  grt_max_degree: 19
  antenna_found_initial: 0
  grt_overflow_total: 0
  grt_usage_pct: 17.30
  grt_pass1_vias: 1620
job:
  cap_violations: 0
  warnings: 26
worst_hold_path:
  min_path_type: "reg2reg"
## worst paths after layout
check	from	end	slack, ns	cells past startpoint
max	leftDeb.PB_cnt[0]	left	0.31	6
min	upDeb.PB_sync_0	upDeb.PB_sync_1	0.32	0
max reg2reg	upDeb.PB_cnt[8]	upDeb.PB_state	1.48	4
min reg2reg	upDeb.PB_sync_0	upDeb.PB_sync_1	0.32	0
## placed cells by master (no fill, tap or decap), drive strengths merged
cell and count:
buf 3, edfxtp 3, nor4 13, and4 1, clkbuf 13, nor2 56, nand2b 1, a21oi 1
nor2b 4, nor4b 2, nor3 13, clkdlybuf4s50 6, ha 3, clkinv 3, xnor2 36, nand3 17
mux2 1, conb 1, inv 14, a31o 1, nand4 15, dfxtp 54, nand2 14, xor2 7
## layer usage
metal | wire length [microns] | share of wire [%] | vias up | track usage, %
met5 | 0 | 0 | - | 0
met4 | 36 | 0.93 | 0 | 2.179
met3 | 150 | 3.9 | 4 | 5.070
met2 | 1655 | 43 | 13 | 26.27
met1 | 2010 | 52 | 776 | 26.14
li1 | - | - | 907 | -
## registers in the layout, indices dropped and copies added, names as in the netlist
name	count
leftDeb.PB_cnt	16
leftDeb.PB_state	1
leftDeb.PB_sync_0	1
leftDeb.PB_sync_1	1
rightDeb.PB_cnt	16
rightDeb.PB_state	1
rightDeb.PB_sync_0	1
rightDeb.PB_sync_1	1
upDeb.PB_cnt	16
upDeb.PB_state	1
upDeb.PB_sync_0	1
upDeb.PB_sync_1	1
## kinds of logic (layout without fill, tap and decap cells)
kind of cell | count (synthesis) | in the layout
mux | 1 | 1
buf+inv | 19 | 39
compound gates | 2 | 2
fa+ha+maj | 3 | 3
flops | 57 | 57
simple gates | 136 | 136
xor+xnor | 43 | 43
other cells | 1 | 1
## final cells by class
| class | instances | area [sq um] |
|---|---|---|
| Clock buffer | 13 | 158.9 |
| Clock inverter | 3 | 15.01 |
| Fill cell | 438 | 1964 |
| Inverter | 14 | 52.55 |
| Multi-Input combinational cell | 186 | 1226 |
| Sequential cell | 57 | 1171 |
| Tap cell | 67 | 83.83 |
| Timing Repair Buffer | 9 | 82.58 |
## metrics by stage
step	cell area (sq um)	hold slack (ns)	util (%)	setup WS [ns]	cells
after global placement	2616	0.3099	55.03	0.6494	333
after floorplan	2476	0.3096	-	1.353	262
after global routing	2790	0.3359	58.68	0.1160	349
after CTS	2790	0.3231	58.68	0.2651	349
after detailed placement	2616	0.3136	55.03	0.6259	333
final	2790	0.3243	58.68	0.3086	349
## power by group through the flow
stage | registers (mW) | clock network [mW] | logic (mW)
finish | 0.767 | 0.599 | 0.0381
CTS | 0.767 | 0.631 | 0.0391
global route | 0.770 | 0.665 | 0.0429
Power and IR drop assume default switching activity.
