File: flow/run.sh
#!/bin/bash
# OpenROAD 26Q1-2900-gdf79404cd8, Yosys 0.63+post, stock flow scripts
make -C /OpenROAD-flow-scripts/flow DESIGN_CONFIG=/design/flow/config.mk WORK_HOME=/design/flow/orfs finish
File: flow/config.mk
export PLATFORM = sky130hd
export DESIGN_NAME = fiveBitCounter
export DESIGN_NICKNAME = fiveBitCounter
export VERILOG_FILES = /design/flow/design.v
export SDC_FILE = /design/flow/constraint.sdc
export NUM_CORES = 4
export LEC_CHECK = 1
export CORE_AREA = 10 10 108 108
export DIE_AREA = 0 0 118 118
File: flow/constraint.sdc
current_design fiveBitCounter

set clk_period 4.7
set clk_io_pct 0.2

create_clock -name clk0 -period $clk_period [get_ports {clock}]

set non_clock_inputs [all_inputs -no_clocks]
set_input_delay [expr $clk_period * $clk_io_pct] -clock clk0 $non_clock_inputs
set_output_delay [expr $clk_period * $clk_io_pct] -clock clk0 [all_outputs]
File: flow/design.v
module fiveBitAdder
(
    input [4:0] A,
    input [4:0] B,
    output [4:0] S
);
wire carryOut, carryOut2, carryOut3, carryOut4;
FULLADD add1
(
    .A({A[0]}), 
    .B({B[0]}),
    .Ci({1'b0}),
    .Co(carryOut),
    .SUM(S[0])
);
FULLADD add2
(
    .A({A[1]}), 
    .B(B[1]),
    .Ci({carryOut}),
    .Co(carryOut2),
    .SUM(S[1])
);
FULLADD add3
(
    .A({A[2]}), 
    .B({B[2]}),
    .Ci({carryOut2}),
    .Co(carryOut3),
    .SUM(S[2])
);
FULLADD add4
(
    .A({A[3]}), 
    .B({B[3]}),
    .Ci({carryOut3}),
    .Co(carryOut4),
    .SUM(S[3])
);
FULLADD add5
(
    .A({A[4]}), 
    .B({B[4]}),
    .Ci({carryOut4}),
    .Co(),
    .SUM(S[4])
);
endmodule
module fiveBitCounter
(
    input [4:0] max,
    input en_debounce,
    input clock,
    output [4:0] count
);
PushButton_Debouncer PushButton_Debouncer1
(
    .clk(clock),
    .PB(en_debounce),
    .PB_up(en)
);
wire opcode;
wire [4:0] muxout;
wire [4:0] addout;
wire [4:0] dffwire;
wire [4:0]xnorwire;
xnor xnor1(xnorwire[0], max[0], dffwire[0]);
xnor xnor2(xnorwire[1], max[1], dffwire[1]);
xnor xnor3(xnorwire[2], max[2], dffwire[2]);
xnor xnor4(xnorwire[3], max[3], dffwire[3]);
xnor xnor5(xnorwire[4], max[4], dffwire[4]);
nand and1(opcode, xnorwire[0], xnorwire[1], xnorwire[2], xnorwire[3], xnorwire[4]);
mux #(2,1) mux1
(
    .data_out(muxout[0]),
    .select_in({opcode}),
    .data_in({dffwire[0],1'b0})
);
mux #(2,1) mux2
(
    .data_out(muxout[1]),
    .select_in({opcode}),
    .data_in({dffwire[1],1'b0})
);
mux #(2,1) mux3
(
    .data_out(muxout[2]),
    .select_in({opcode}),
    .data_in({dffwire[2],1'b0})
);
mux #(2,1) mux4
(
    .data_out(muxout[3]),
    .select_in({opcode}),
    .data_in({dffwire[3],1'b0})
);
mux #(2,1) mux5
(
    .data_out(muxout[4]),
    .select_in({opcode}),
    .data_in({dffwire[4],1'b0})
);
dff_en dff1
(
    .data_out(dffwire[0]),
    .in_D(addout[0]),
    .in_CLK(clock),
    .in_EN(en)
);
dff_en dff2
(
    .data_out(dffwire[1]),
    .in_D(addout[1]),
    .in_CLK(clock),
    .in_EN(en)
);
dff_en dff3
(
    .data_out(dffwire[2]),
    .in_D(addout[2]),
    .in_CLK(clock),
    .in_EN(en)
);
dff_en dff4
(
    .data_out(dffwire[3]),
    .in_D(addout[3]),
    .in_CLK(clock),
    .in_EN(en)
);
dff_en dff5
(
    .data_out(dffwire[4]),
    .in_D(addout[4]),
    .in_CLK(clock),
    .in_EN(en)
);
fiveBitAdder add1
(
    .A(01'b1),
    .B(muxout),
    .S(addout)
);
assign count = muxout;
endmodule
module FULLADD
(
    input A,
    input B,
    input Ci,
    output Co,
    output SUM
);
wire xorwire, andwire, andwire2;
xor xor1(xorwire, A, B);
xor xor2(SUM, xorwire, Ci);
and and1(andwire, xorwire, Ci);
and and2(andwire2, A, B);
or or1(Co, andwire, andwire2);
endmodule
module PushButton_Debouncer(
	input clk,
	input PB,   
	output reg PB_state,   
	output PB_down,   
	output PB_up    
	);
	reg PB_sync_0;  always @(posedge clk) PB_sync_0 <= ~PB;   
	reg PB_sync_1;  always @(posedge clk) PB_sync_1 <= PB_sync_0; 
	reg [15:0] PB_cnt; 
	wire PB_idle = (PB_state==PB_sync_1);
	wire PB_cnt_max = &PB_cnt; 
	always @(posedge clk)
	if(PB_idle)
		PB_cnt <= 0;   
		else
		begin
			PB_cnt <= PB_cnt + 16'd1;   
			if(PB_cnt_max) PB_state <= ~PB_state;   
		end
assign PB_down = ~PB_idle & PB_cnt_max & ~PB_state;
assign PB_up   = ~PB_idle & PB_cnt_max &  PB_state;
endmodule
module dff_en(
	input in_D, in_EN, in_CLK,
	output reg data_out
);
always @ (posedge in_CLK)
	if(in_EN)
		data_out<=in_D;
endmodule
module mux
    #(parameter NUM_INPUTS = 32, parameter NUM_OUTPUTS = 1)
    (
    input [(NUM_INPUTS-1):0] data_in,
    input [$clog2(NUM_INPUTS)-1:0]  select_in,
    output data_out
    );
reg [NUM_INPUTS:0] D;
always @ (D, data_in)
    begin
        D <= data_in;
    end
assign data_out = D[select_in];
endmodule
==> out/metrics.csv <==
stage,metric,value,unit
status,status,"finished, final reports clean",
layout,drive_above_1_share,0.0732,
route,n_antenna_cell,0,
place,pre_cts_slack,1080,ps
run,max-cap-violations,0,
setup_path,slowest_stage,clkdlybuf4s50_1,
setup_path,ff2ff_path_depth,8,
route,dr.first_iter.drc_count,24,
clock_network,postCtsResizedCells,0,
clock_network,numCtsBuffers,3,
place,dp_hpwl,1.44,mm
route,via_per_inst,3.02,
floorplan,die_w,118,µm
setup_path,critPathCaptureType,output pin,
clock_network,cts_post_setup_buffers_inserted,0,
timing,rsz0062_at_grt,no,
floorplan,fp-row-count,35,
floorplan,fp_util,0.120,
clock_network,cts.clk_slew.worst_paths,80,ps
setup_path,path_class,primary input to output pin,
setup_path,crit_path_cell_trace,clkdlybuf4s50_1 -> xor2_1 -> nor4_1 -> nand2_1 -> and2_1 -> clkdlybuf4s50_1,
route,num_vias,761,
route,wl,1.91,mm
global_route,grt_overflow,0,
timing,min_period,3590,ps
timing,maxClockFrequency,0.279,GHz
clock_network,cts.sinks,24,
yosys,synthTopCellsByArea,"dfxtp_1, edfxtp_1, xnor2_1",
place,port_buffers,11,
min_path,hold_class,flip-flop to flip-flop,
timing,tightest_slew,514,ps
timing,setup_slack,1110,ps
yosys,yosysSeqAreaShare,0.486,
yosys,synth-async-reset-ratio,0,
clock_network,cts_tree,done,
yosys,syn_area,1110,µm²
global_route,grt_pass1_vias,763,
floorplan,dieArea,13900,µm²
global_route,antenna_found_initial,0,
yosys,synth-main-ff-cell,dfxtp_1,
layout,area_growth,26.1,%
route,antenna_left,0,
yosys,synth_cells,112,
yosys,ys_types,26,
timing,whs,332,ps
setup_path,start_kind,primary input,
power,p_per_area,251,nW/µm²
timing,timing.final.crit_share,0.764,
clock_network,ctsHtreeMaxLevel,1,
setup_path,crit_path_start,max[2],
yosys,yosys.area.top_type,dfxtp_1,
setup_path,critPathMaxStageDelay,440,ps
yosys,synth-edff-count,6,
min_path,hold_depth,0,
setup_path,crit_fanout,5,
setup_path,worstPathArrival,2650,ps
min_path,whs_endpoint,PushButton_Debouncer1.PB_sync_1,
power,p_leak,0.442,nW
setup_path,rr_endpoint,dff5.data_out,
layout,nFillCells,1063,
power,ir_worst_vdd,0.000125,V
clock_network,insertion_delay,260,ps
run,warnings,25,
yosys,synth_flops,24,
yosys,yosysWarningCount,4,
timing,skew,2.38,ps
layout,fin_util,0.151,
min_path,min_from,PushButton_Debouncer1.PB_sync_0,
setup_path,cpMostUsedCell,clkdlybuf4s50_1,
setup_path,regToRegStartpoint,dff3.data_out,
timing,hold_viol_final,0,
yosys,synth.avg_cell_area,9.92,µm²
setup_path,rrSetupSlack,2420,ps
timing,slew_violations,0,
yosys,yosysCellCount,112,
global_route,grt.total_usage,0.0280,
timing,relSlewSlack,0.654,
timing,setup_viol,0,
timing,setup_tns,0,ps
clock_network,root_buffer,clkbuf_8,
route,drc,0,
global_route,grt_max_degree,16,
clock_network,clockBufferDepth,2,
yosys,synth_chip_area,1110,µm²
route,avgRoutedWirePerCell,7.58,µm
clock_network,cts_hold_buffers,0,
setup_path,required,3760,ps
place,place_congestion,0.731,
floorplan,fp.dieH,118,µm
power,power,0.000351,W
floorplan,io_pins,12,
yosys,synth_top_area_share,0.324,
global_route,grt_pass1_wl,3.37,mm
floorplan,coreArea,9280,µm²
route,drt_first_pass_iters,4,
## state kept, by name, summed over array words and instances, names as in the netlist
name	cells
dff1.data_out	1
dff5.data_out	1
dff3.data_out	1
PushButton_Debouncer1.PB_state	1
PushButton_Debouncer1.PB_cnt	16
PushButton_Debouncer1.PB_sync_1	1
PushButton_Debouncer1.PB_sync_0	1
dff2.data_out	1
dff4.data_out	1
## per-layer routing
metal | track usage | part of all wire | wire (µm)
met5 | 0 | 0 | 0
met4 | 0.00386 | 0.018 | 34
met3 | 0.0117 | 0.052 | 100
met2 | 0.0423 | 0.41 | 785
met1 | 0.0374 | 0.52 | 991
## cells by family (layout without fill, tap and decap cells)
family,after synthesis,in the layout,share of synthesized area
multiplexers,1,1,0.00901
XOR/XNOR,18,18,0.142
AND/OR/NAND/NOR,47,47,0.230
buffers and inverters,11,22,0.0541
adder cells (fa/ha/maj),4,4,0.0450
AND-OR/OR-AND,7,7,0.0338
flip-flops,24,24,0.486
## worst max-delay path: cells and delay by family
family / cells / cell delay [ps]
buffers and inverters: 2 / 850
AND/OR/NAND/NOR: 3 / 710
XOR/XNOR: 1 / 140
## layout make-up
cell class | instances | area (µm²) | area share
Sequential cell | 24 | 541 | 0.386
Multi-Input combinational cell | 77 | 510 | 0.364
Tap cell | 129 | 161 | 0.115
Timing Repair Buffer | 13 | 125 | 0.0893
Clock buffer | 3 | 41.3 | 0.0295
Inverter | 5 | 18.8 | 0.0134
Clock inverter | 1 | 3.75 | 0.00268
## placed cells by master, fill, tap and decap left out, drive strengths merged
cell           count
clkinv             1
clkdlybuf4s50     11
nand2              7
xor2               9
or3                3
inv                5
nand4              2
or2                1
a21boi             1
o21ai              3
nor3               5
a21oi              3
buf                2
nor4               3
nor4b              1
xnor2              9
or4                1
nor2              11
edfxtp             6
clkbuf             3
nand3              7
mux2i              1
nand2b             1
ha                 4
and2               5
dfxtp             18
## stage by stage
step / std cells / instance area, µm²
CTS: 252 / 1400
global route: 252 / 1400
detailed placement: 248 / 1360
global placement: 248 / 1360
finish: 252 / 1400
floorplan: 112 / 1110
## power breakdown
part | switching [W] | internal, W
clock | 0.0000604 | 0.0000583
combinational | 0.00000646 | 0.00000936
sequential | 0.00000332 | 0.000213
total | 0.0000702 | 0.000281
## worst max path at each step
stage | end | slack (ps) | cells after the start
CTS | count[1] | 1060 | 6
global route | count[1] | 980 | 6
finish | count[1] | 1110 | 6
## synthesized netlist by cell type, types with 2 or more instances
master,number
a21oi_1,3
and2_1,5
buf_4,5
dfxtp_1,18
edfxtp_1,6
ha_1,4
inv_1,5
nand2_1,7
nand3_1,6
nand4_1,2
nor2_1,11
nor3_1,5
nor4_1,3
o21ai_0,3
or3_1,2
xnor2_1,9
xor2_1,9
Power figures rest on the tool's default switching activity, not on a simulated workload.
